## run.sh

```bash
#!/bin/bash
# OpenROAD 26Q1-2900-gdf79404cd8, Yosys 0.63+post, stock flow scripts
make -C /OpenROAD-flow-scripts/flow DESIGN_CONFIG=/design/flow/config.mk WORK_HOME=/design/flow/orfs finish
```

## design.v

```verilog
`timescale 1ns / 1ps
module Banco_Registros(          
    input CLK,                   
    input [4:0] rs2,             
    input [4:0] rs1,             
    input [4:0] rd,              
    input [31:0] di,             
    input wre,                   
    input Reset,
    output reg [31:0] do2,       
    output reg [31:0] do1        
    );
    integer i;
    reg [31:0] registers[31:0];  
	always @(posedge CLK)begin      
	   if(Reset)begin               
	       for(i=0; i<32; i=i+1)    
               registers[i] <= 0;   
	   end
	   if(wre) begin                
		  registers[rd]<=di;       
		  end
	   end
	always @(*) begin               
	   registers[0]<=0;
	   do2 = registers[rs2];        
	   do1 = registers[rs1];        
	   end
endmodule
```

## constraint.sdc

```tcl
current_design Banco_Registros

set clk_period 11.8
set clk_io_pct 0.2

create_clock -name clk0 -period $clk_period [get_ports {CLK}]

set non_clock_inputs [all_inputs -no_clocks]
set_input_delay [expr $clk_period * $clk_io_pct] -clock clk0 $non_clock_inputs
set_output_delay [expr $clk_period * $clk_io_pct] -clock clk0 [all_outputs]
```

## config.mk

```make
export PLATFORM = sky130hd
export DESIGN_NAME = Banco_Registros
export DESIGN_NICKNAME = Banco_Registros
export VERILOG_FILES = /design/flow/design.v
export SDC_FILE = /design/flow/constraint.sdc
export NUM_CORES = 4
export LEC_CHECK = 1
export CORE_UTILIZATION = 40
```

==> results.py <==
# Synthesis and PnR figures
metrics = {
    "routing": {
        "post-route-drc-count": 0,
        "finalWirelength_um": 257000,
        "wl_per_cell_um": 34.2,
        "ant_nets": 0,
        "first_pass_iters": 9,
        "route.vias.total": 49698,
        "drt-vias-per-instance": 6.62,
        "drtIter0Drc": 7583,
    },
    "worst_hold_path": {
        "min_path_type": "flip-flop to flip-flop",
        "hp-start": "registers[28][11]$_DFF_P_",
    },
    "final_timing": {
        "fmax_mhz": 109,
        "layout_min_cycle_time_ns": 9.15,
        "hold_viol": 0,
        "final.setup.worst_slack_ns": 2.65,
        "tns_ns": 0,
        "rsz0062_at_grt": "no",
        "layout_worst_path_cycle_share_pct": 77.5,
        "tightest_slew_ns": 1.20,
        "drv_slew": 0,
        "finClkSkew_ns": 0,
        "setup_viol": 0,
        "relSlewSlack_pct": 19.8,
    },
    "clocking": {
        "clk_latency_ns": 0.76,
        "cts_sinks": 992,
        "htreeDepth": 3,
        "cts_hold_buf": 0,
        "cts_buffers": 109,
        "clkTransAtPathRegs_ns": 0.07,
        "cts_tree": "yes",
        "cts_setup_buffers": 0,
        "root_buffer": "clkbuf_16",
        "cts_resized": 0,
        "clk_path_buf_depth": 3,
    },
    "power_and_ir_drop": {
        "irDropWorstVdd_mv": 0.129,
        "p_per_area_mw_per_mm2": 140,
        "finalPower_uw": 7800,
        "cellLeakagePower_uw": 0.0194,
    },
    "yosys": {
        "ys_cells": 6008,
        "synth_flops": 992,
        "syn_area_per_cell_sq_um": 8.20,
        "yosys.area.top_type": "dfxtp_1",
        "async_reset_ff_share_pct": 0,
        "ys_warn_count": 2,
        "synth_area_sq_mm": 0.0493,
        "ys_seq_share_pct": 40.3,
        "synth_cells": 6008,
        "edf_count": 0,
        "yosys-top-cells-area": "dfxtp_1, o21ai_0, nand2b_1",
        "top_area_share_pct": 40.3,
        "ys_chip_area_sq_mm": 0.0493,
        "synth.distinct_cells": 66,
        "synthFlopType": "dfxtp_1",
    },
    "grt": {
        "grt_util_all_layers_pct": 41.5,
        "grt_pass1_wl_um": 357000,
        "grt_max_degree": 117,
        "grt_pass1_vias": 46787,
        "antenna_found_initial": 16,
        "overflow": 0,
    },
    "finish": {
        "drive_gt1_share_pct": 9.73,
        "syn_to_final_growth_pct": 13.1,
        "fillers": 11607,
        "logic_area_sq_mm": 0.0271,
        "lay_top_count": "o21ai_0",
        "largestRegisters": "registers: 992 flops",
        "largest_reg_flops": 992,
        "regMostFlops": "registers",
        "seq_area_sq_mm": 0.0199,
        "lay_top_cells": "o21ai_0, dfxtp_1, nand2_1",
    },
    "setup_path": {
        "cp.required_ns": 9.44,
        "crit_type": "input port to primary output",
        "critPathMaxFanout": 40,
        "endpoint_kind": "primary output",
        "worstPathArrival_ns": 6.79,
        "cp-start-kind": "input port",
        "crit_start": "rs1[2]",
        "r2r_start": "registers[7][29]$_DFF_P_",
    },
    "placed_design": {
        "hpwl_um": 156000,
        "routabilityCongestion": 1.05,
        "pre_cts_ws_ns": 3.06,
        "io_buffers": 113,
    },
    "floorplanning": {
        "die_w_um": 353,
        "die_h_um": 353,
        "boundaryPins": 114,
        "dieArea_sq_mm": 0.125,
        "rows": 128,
        "fp.coreArea_sq_mm": 0.122,
        "fp_util_pct": 40.4,
    },
    "run": {
        "max_cap_violations": 0,
        "warnings": 28,
    },
    "run_status": {
        "outcome": "complete, no violations",
    },
}
==> cell families (layout without fill, tap and decap cells) <==
group	count (synthesis)	after routing	synth area share, %
and+or+nand+nor	2295	2295	26.2
AOI/OAI and AO/OA	1874	1874	24.2
DFF	992	992	40.3
buffers and inverters	690	550	5.53
muxes	157	157	3.80
other	0	10	0
==> Yosys cell counts, types with 34 or more instances <==
library cell  count
a2111oi_0        48
a22oi_1         530
mux2i_1          87
mux2_2           51
nand3b_1        358
nor2_1           58
nand4_1          62
inv_1            37
dfxtp_1         992
o21ai_0         995
clkbuf_1        552
and3_1          201
o211ai_1         34
nand3_1         111
nand2_1         695
a32oi_1          38
a21oi_1          38
buf_2            72
nand2b_1        645
or4_1            43
a222oi_1         43
==> worst max-delay path, cell delays in order <==
cell             delay (ns)
clkdlybuf4s50_1        0.82
and3_2                 0.99
and2_2                 0.65
buf_4                  0.64
a2111oi_0              0.22
nand3_1                0.14
or4_1                  0.37
clkdlybuf4s50_1        0.54
==> final timing paths <==
| check | to | slack (ns) | cells after the start |
|---|---|---|---|
| worst max-delay path | do1[0] | 2.65 | 8 |
| worst min-delay path | registers[28][11]$_DFF_P_ | 0.49 | 2 |
| worst max register to register | registers[7][29]$_DFF_P_ | 11.00 | 2 |
| worst min register to register | registers[28][11]$_DFF_P_ | 0.49 | 2 |
==> report_power, final <==
part	internal (uW)	switching, uW	total, uW
clock	2270	1570	3830
combinational	147	388	535
sequential	3390	44.4	3440
total	5810	2000	7800
==> routing by layer <==
layer	up-vias	GRT usage (%)	wire, um
met5	-	1.02	333
li1	21273	-	-
met3	1194	19.1	37400
met4	26	24.4	20300
met2	3890	56.8	102000
met1	23315	54.2	96200
==> area by class of cell <==
cell class / instances / share of cell area [%]
clock inverters: 54 / 1.50
well taps: 1625 / 3.65
inverters: 38 / 0.256
diodes: 10 / 0.0449
multi-input cells: 4326 / 48.7
flip-flops and latches: 992 / 35.6
repair buffers: 308 / 4.64
clock buffers: 150 / 5.59
==> metrics by stage <==
stage                     utilization, %  hold slack, ns  cells  cell area [sq um]
after global routing                45.6           0.505   7495              55700
after detailed placement            42.4           0.477   7289              51800
after CTS                           45.6           0.488   7493              55700
after global placement              42.4           0.470   7289              51800
final                               45.7           0.487   7503              55700
after floorplan                        -           0.453   6008              49300
