`config.mk`:
```
export PLATFORM = sky130hd
export DESIGN_NAME = PC_ALU
export DESIGN_NICKNAME = PC_ALU
export VERILOG_FILES = /design/flow/design.v
export SDC_FILE = /design/flow/constraint.sdc
export NUM_CORES = 4
export LEC_CHECK = 1
export CORE_AREA = 10 10 85 85
export DIE_AREA = 0 0 95 95
```
`constraint.sdc`:
```
current_design PC_ALU

set clk_period 24.1
set clk_io_pct 0.2

create_clock -name clk0 -period $clk_period

set non_clock_inputs [all_inputs -no_clocks]
set_input_delay [expr $clk_period * $clk_io_pct] -clock clk0 $non_clock_inputs
set_output_delay [expr $clk_period * $clk_io_pct] -clock clk0 [all_outputs]
```
`design.v`:
```
`timescale 1ns / 1ps
module PC_ALU(
	input [31:0] A,     
	input [31:0] B,     
	output reg [31:0] ALU_out   
    );
    always @(*) begin    
        ALU_out=A+B;     
		end
endmodule
```
`run.sh`:
```
#!/bin/bash
# OpenROAD 26Q1-2900-gdf79404cd8, Yosys 0.63+post, stock flow scripts
make -C /OpenROAD-flow-scripts/flow DESIGN_CONFIG=/design/flow/config.mk WORK_HOME=/design/flow/orfs finish
```
==> out/qor.txt <==
Status: finished clean
Highest Clock Rate: 0.0795 GHz
Tally of buffers added on design ports: 96
Router iterations before antenna repair: 4
Required time worst endpoint: 19280 ps
Critical path type: primary input to output port
Std cell rows: 27
Count of final max-slew check failures: 0
Count of instantiated cells in the yosys netlist: 241
Die W: 95 um
Max Cap Viol: 0
Worst min-delay path startpoint: B[0]
Number of warning messages in the logs: 32
Standard cell core area: 5470 um2
Worst Path Arrival: 7760 ps
Number of antenna cells inserted: 0
Hold EP: ALU_out[0]
Cell Chain, Critical Path: clkdlybuf4s50_1 -> ha_1 -> fa_1 -> a21o_1 -> a31o_2 -> nand3_1 -> o221ai_1 -> a311oi_1 -> o21bai_1 -> xor2_1 -> clkdlybuf4s50_1
Shortest clock period the worst path allows after layout: 12580 ps
Wire length of the first global-routing pass: 9790 um
Number of antenna violations at the first check in global routing: 0
Largest fanout of any net on the critical path: 4
FFs & Latches: 0
Hold violation total from the final report: 0
Yosys chip area: 1740 um2
Total of endpoints with negative setup slack in the final report: 0
Yosys warning total: 1
Unrepaired setup endpoints after global routing: no
Remaining routing DRC violations: 0
Wirelength, routed: 5830 um
Reported net switching power: 0.0317 mW
Weighted congestion reported at the end of routability-driven placement: 0.893
Combinational share of power: 100.0%
Quantity of hold-fixing buffers added after cts: 0
WHS: 10670 ps
Area of the die: 9030 um2
Total instance count after detailed placement: 398
Hold Path Cell Cnt: 3
Total routing usage reported by global routing: 12.7%
Worst-case headroom to the max-slew limit: 63.5%
Largest net degree at the start of global routing: 11
Instance count of the mapped netlist: 241
Avg WL per Cell: 14.6 um
Transition at the pin with the smallest max-transition slack: 534 ps
Period Utilization, post-route: 52.2%
Dominant cell area share: 22.2%
Chip height: 95 um
Synth cell types: 50
Residual overflow from global routing: 0
FP Util: 31.9%
Via total after detailed routing: 2074
Cell area power density: 29.0 nW/um2
Worst min-delay path category: primary input to output port
Clock share of power: 0%
Cell area leaders: sky130_fd_sc_hd__ha_1, sky130_fd_sc_hd__a21oi_1, sky130_fd_sc_hd__a21o_1
Synthesized area per cell: 7.24 um2
Number of resized instances in the post-cts repair step: 0
Count of non-filler cells in the finished layout: 398
Slowest CP cell: sky130_fd_sc_hd__clkdlybuf4s50_1
Count of pins on the block boundary: 96
Area growth syn-to-layout: 57.7%
Type of element capturing the critical path: output port
Slowest cell delay on critical path: 500 ps
Max VDD drop: 0.0127 mV
ANT nets after route: 0
P_leak: 1.18 nW
Initial DRC count: 78
Most frequent CP cell: sky130_fd_sc_hd__clkdlybuf4s50_1
Detailed-route vias per instance: 5.21
Category of the worst setup path launch point: primary input
Post-CTS Setup Repair Bufs: 0
Seq pwr share: 0%
Sum of negative setup slack: 0 ps
Tally of clock buffers in the finished layout: 0
Post-synth top area cell: sky130_fd_sc_hd__ha_1
Filler cell count: 566
Share of layout cells above drive strength 1: 3.07%
Switching share of power: 39.6%
Area of the mapped netlist: 1740 um2
Register share after synthesis: 0%
Seq. cell area: 0 um2
Int Power: 0.0482 mW
HPWL reported at the end of detailed placement: 5110 um
Via count of the first global-routing pass: 2050
## kinds of logic (layout without fill, tap and decap cells)
kind of cell | count (synthesis) | in the layout | share of synthesized area (%)
fa+ha+maj | 32 | 32 | 23.4
simple gates | 65 | 65 | 18.3
compound gates | 97 | 97 | 39.3
xor+xnor | 28 | 28 | 14.1
buf+inv | 17 | 102 | 3.80
mux | 2 | 2 | 1.15
## power groups by stage
stage | registers (mW) | clock network [mW] | logic [mW]
finish | 0 | 0 | 0.0799
global route | 0 | 0 | 0.0893
CTS | 0 | 0 | 0.0813
## Yosys cell counts (2+ instances only)
cell,instances
sky130_fd_sc_hd__ha_1,31
sky130_fd_sc_hd__mux2i_1,2
sky130_fd_sc_hd__a311oi_1,2
sky130_fd_sc_hd__nand3_1,10
sky130_fd_sc_hd__buf_2,2
sky130_fd_sc_hd__a21oi_1,29
sky130_fd_sc_hd__xnor2_1,13
sky130_fd_sc_hd__o311ai_1,2
sky130_fd_sc_hd__xor2_1,15
sky130_fd_sc_hd__nand4_1,8
sky130_fd_sc_hd__or2_2,3
sky130_fd_sc_hd__o211ai_1,3
sky130_fd_sc_hd__o221ai_1,2
sky130_fd_sc_hd__nor2_1,12
sky130_fd_sc_hd__o21a_1,2
sky130_fd_sc_hd__o21ai_0,13
sky130_fd_sc_hd__a31oi_1,3
sky130_fd_sc_hd__a211oi_1,3
sky130_fd_sc_hd__clkbuf_1,8
sky130_fd_sc_hd__inv_1,6
sky130_fd_sc_hd__nor3_1,4
sky130_fd_sc_hd__a21o_1,19
sky130_fd_sc_hd__nand2b_1,2
sky130_fd_sc_hd__o21bai_1,4
sky130_fd_sc_hd__nand2_1,18
## worst max path at each step
stage	startpoint	end	slack [ps]	depth (start not counted)
after CTS	A[0]	ALU_out[26]	11520	11
after global routing	A[0]	ALU_out[26]	11300	11
final	A[0]	ALU_out[26]	11520	11
## placed cells by master, fill, tap and decap left out, drive strengths merged, types with 5 or more instances in the layout
cell type / instances
xnor2: 13
inv: 6
nand2: 18
xor2: 15
o21ai: 15
a21oi: 29
a21o: 19
nor2: 12
nand4: 8
ha: 31
o21bai: 5
nand3: 10
clkdlybuf4s50: 96
## area by class of cell
class / count / area (um2) / area share (%)
inverters: 6 / 22.5 / 0.819
multi-input cells: 224 / 1680 / 61.0
well taps: 72 / 90.1 / 3.27
repair buffers: 96 / 961 / 34.9
## through the flow
stage	utilization (%)	total power, mW	worst slack (ps)	cell area, um2
after detailed placement	50.3	0.0808	11530	2750
after global routing	50.3	0.0893	11300	2750
after global placement	50.3	0.0809	11560	2750
after CTS	50.3	0.0813	11520	2750
final	50.3	0.0799	11520	2750
after floorplan	-	0.0385	12630	1740
## layer usage
metal | up-vias | GRT usage [%] | routed length (um)
met5 | - | 0 | 0
met4 | 0 | 0.374 | 19
met3 | 2 | 2.72 | 475
met2 | 67 | 20.3 | 2530
met1 | 914 | 18.1 | 2810
li1 | 1091 | - | -
## worst max-delay path: cells and delay by family
kind | cells | cell delay [ps]
AND-OR/OR-AND | 5 | 1180
XOR/XNOR | 1 | 130
adder cells (fa/ha/maj) | 2 | 640
buffers and inverters | 2 | 900
AND/OR/NAND/NOR | 1 | 80
No activity file was given, so power comes from the tool's default toggle rates.
